$ cat flow/config.mk
export PLATFORM = sky130hd
export DESIGN_NAME = EightBitFullAdder
export DESIGN_NICKNAME = EightBitFullAdder
export VERILOG_FILES = /design/flow/design.v
export SDC_FILE = /design/flow/constraint.sdc
export NUM_CORES = 4
export LEC_CHECK = 1
export CORE_AREA = 10 10 70 70
export DIE_AREA = 0 0 80 80
$ cat flow/constraint.sdc
current_design EightBitFullAdder

set clk_period 8.4
set clk_io_pct 0.2

create_clock -name clk0 -period $clk_period

set non_clock_inputs [all_inputs -no_clocks]
set_input_delay [expr $clk_period * $clk_io_pct] -clock clk0 $non_clock_inputs
set_output_delay [expr $clk_period * $clk_io_pct] -clock clk0 [all_outputs]
$ cat flow/design.v
module EightBitFullAdder(
	input [7:0] A,
	input [7:0] B,
	output [7:0] Sum,
	output C_out
);
	wire [1:0]w1;
	HalfAdder HA_1(
			A[0],
			B[0],
			Sum[0],
			w1[0] 
	);
	ThreeBitFullAdder TFA(
		A[3:1],
		B[3:1],
		w1[0],
		Sum[3:1],
		w1[1]
	);
	FourBitFullAdder FFA(
		A[7:4],
		B[7:4],
		w1[1],
		Sum[7:4],
		C_out
	);
endmodule
module FourBitFullAdder(
	input [3:0] A,
	input [3:0] B,
	input C_in,
	output [3:0] Sum,
	output C_out
);
	wire [2:0]w1;
	FullAdder FA_1(
		A[0],
		B[0],
		C_in,
		Sum[0],
		w1[0]
	);
		FullAdder FA_2(
		A[1],
		B[1],
		w1[0],
		Sum[1],
		w1[1]
	);
		FullAdder FA_3(
		A[2],
		B[2],
		w1[1],
		Sum[2],
		w1[2]
	);
		FullAdder FA_4(
		A[3],
		B[3],
		w1[2],
		Sum[3],
		C_out
	);
endmodule
module FullAdder(
	input A,
	input B,
	input C_in,
	output Sum,
	output C_out
);
	wire w1, w2, w3;
	xor(w1, A, B);
	xor(Sum, w1, C_in);
	and(w2, A, B);
	and(w3, C_in, w1);
	or(C_out, w2, w3);
endmodule
module HalfAdder(
	input A,
	input B,
	output Sum,
	output C_out
);
	xor(Sum, A, B);
	and(C_out, A, B);
endmodule
module ThreeBitFullAdder(
	input [2:0] A,
	input [2:0] B,
	input C_in,
	output [2:0] Sum,
	output C_out
);
	wire [1:0]w1;
	FullAdder FA_1(
		A[0],
		B[0],
		C_in,
		Sum[0],
		w1[0]
	);
		FullAdder FA_2(
		A[1],
		B[1],
		w1[0],
		Sum[1],
		w1[1]
	);
		FullAdder FA_3(
		A[2],
		B[2],
		w1[1],
		Sum[2],
		C_out
	);
endmodule
$ cat flow/run.sh
#!/bin/bash
# OpenROAD 26Q1-2900-gdf79404cd8, Yosys 0.63+post, stock flow scripts
make -C /OpenROAD-flow-scripts/flow DESIGN_CONFIG=/design/flow/config.mk WORK_HOME=/design/flow/orfs finish
==> impl_metrics.csv <==
group,metric,value,unit
status,status,"finished, final reports clean",
routing,diodes,0,
floorplanning,die_width,80,um
final_timing,setup_tns,0,ps
placement,placed_cell_area,498.0,um^2
critical_path,crit_arrival,5440,ps
routing,drc,0,
final_timing,min_period,7119,ps
routing,antenna_left,0,
finish,clkbuf_count,0,
finish,syn_to_final_growth,99.00,%
floorplanning,rows,21,
clock_tree,cts-resized-gates,0,
floorplanning,chipArea,0.006400,mm^2
routing,post_drt_wl_per_cell,7.876,um
power,power_frac_clock,0,%
hold_path,hold_path_class,"in2out",
placement,io_buffers,25,
power,switchingPower,7.887,uW
yosys,topCellsByArea,"fa_1 (56%), buf_4 (24%), inv_1 (15%), ha_1 (5.0%)",
power,combPwrFrac,100.0,%
placement,dp_hpwl,703,um
critical_path,crit_fanout,1,
routing,finalWirelength,701,um
yosys,top_area_share,56.00,%
yosys,post-synth-top-area-cell,"fa_1",
finish,ff_latch_area,0,um^2
power,cellLeakagePower,0.2107,nW
power,power.density,60.53,mW/mm^2
final_timing,setup_violations,0,
finish,logic_area,152.6,um^2
critical_path,critical_path_class,"in2out",
yosys,yosysWarnings,0,
final_timing,rsz0062_at_grt,"no",
finish,flops,0,
floorplanning,boundaryPins,25,
clock_tree,postCtsSetupBuffers,0,
critical_path,worstPathRequired,6720,ps
global_route,grt_antenna_before_repair,0,
yosys,syn_inst,26,
power,seq_power_share,0,%
finish,final_area,498.0,um^2
hold_path,min_from,"B[0]",
floorplanning,core_area,0.003416,mm^2
yosys,ys_area,250.2,um^2
finish,drive_above_1_share,0,%
yosys,yosys.cell_types.count,4,
final_timing,finalHoldViolCount,0,
hold_path,hold_depth,3,
final_timing,worst_pin_slew,95.63,ps
global_route,gr-total-overflow,0,
global_route,grtUsageTotal,2.325,%
flow_run,warning_count,32,
critical_path,startpoint_type,"primary input",
power,switching_share,26.16,%
routing,first_pass_iters,1,
final_timing,period_used_share,84.75,%
floorplanning,die_h,80,um
yosys,synth_area,250.2,um^2
clock_tree,ctsHoldBuffers,0,
global_route,grt_max_degree,2,
routing,drt_iter0_drc,0,
yosys,syn_avg_cell_area,9.625,um^2
global_route,grt_pass1_vias,272,
placement,gp_congestion,0.8177,
global_route,grt_pass1_wl,1200,um
flow_run,maxCapViolations,0,
floorplanning,initCoreUtil,7.326,%
final_timing,drv_slew,0,
final_timing,max_slew_margin,93.60,%
yosys,ys_cells,26,
yosys,yosys.stat.seqShare,0,%
hold_path,min_to,"Sum[0]",
power,p_int,22.26,uW
final_timing,max_freq,140.5,MHz
finish,fill_cells,397,
routing,post_drt_via_cell_ratio,2.281,
critical_path,cp-end-kind,"output port",
power,peakVddDrop,22.02,uV
finish,fin_util,14.58,%
routing,routed-via-count,203,
-- power by group through the flow --
stage,clock network (mW),registers (mW),logic [mW]
after CTS,0,0,0.0312
after global routing,0,0,0.0354
final,0,0,0.0301
-- cells by family (layout without fill, tap and decap cells) --
group      count (synthesis)  after routing  share of synthesized area, %
fa+ha+maj                  8              8                         61.00
buf+inv                   18             35                         39.00
-- through the flow --
stage	power (mW)	worst slack, ps	instances	hold slack [ps]
3_5_place_dp	0.03087	1226	89	4387
2_1_floorplan	0.01485	2175	26	3533
3_3_place_gp	0.03070	1258	89	4387
4_1_cts	0.03119	1234	89	4393
6_report	0.03014	1281	89	4380
5_1_grt	0.03544	1009	89	4414
-- layout by cell type (no fill, tap or decap) --
cell type / Yosys / routed
clkdlybuf4s50_1: 0 / 25
fa_1: 7 / 7
ha_1: 1 / 1
inv_1: 10 / 10
-- worst max-delay path, cell delays in order --
cell and delay, ps:
clkdlybuf4s50_1 400, ha_1 210, fa_1 380, fa_1 360
inv_1 70, fa_1 160, inv_1 50, fa_1 380
fa_1 380, fa_1 360, inv_1 70, fa_1 400
inv_1 60, clkdlybuf4s50_1 470
-- routing by layer --
layer	routed length [um]	track usage (%)	part of all wire (%)	vias to the layer above
li1	-	-	-	95
met1	366	3.362	52	85
met2	193	3.210	28	23
met3	141	1.136	20	0
met4	0	0	0	0
met5	0	0	0	-
-- cells in the mapped netlist, drive strengths merged --
cell / instances
buf: 8
inv: 10
fa: 7
ha: 1
-- layout make-up --
type | count | share of cell area [%]
Timing Repair Buffer | 25 | 50.25
Tap cell | 46 | 11.56
Inverter | 10 | 7.538
Multi-Input combinational cell | 8 | 30.65
-- how the worst max path moves through the flow --
stage | from | to | slack (ps)
finish | A[0] | Sum[7] | 1280
global route | A[0] | Sum[7] | 1010
CTS | A[0] | Sum[7] | 1230
Power is estimated from default activity; no workload was simulated.
